## run.sh

```bash
#!/bin/bash
# OpenROAD 26Q1-2900-gdf79404cd8, Yosys 0.63+post, stock flow scripts
make -C /OpenROAD-flow-scripts/flow DESIGN_CONFIG=/design/flow/config.mk WORK_HOME=/design/flow/orfs finish
```

## config.mk

```make
export PLATFORM = sky130hd
export DESIGN_NAME = instructionMem
export DESIGN_NICKNAME = instructionMem
export VERILOG_FILES = /design/flow/design.v
export SDC_FILE = /design/flow/constraint.sdc
export NUM_CORES = 4
export LEC_CHECK = 1
export CORE_UTILIZATION = 30
```

## design.v

```verilog
module instructionMem (rst, addr, instruction);
  input rst;
  input [32-1:0] addr;
  output [32-1:0] instruction;
  wire [$clog2(1024)-1:0] address = addr[$clog2(1024)-1:0];
  reg [8-1:0] instMem [0:1024-1];
  always @ (*) begin
  	if (rst) begin
		instMem[0] <= 8'b10000000;  
        instMem[1] <= 8'b10100000;
        instMem[2] <= 8'b00000000;
        instMem[3] <= 8'b00001000;
		instMem[4] <= 8'b10010000;  
        instMem[5] <= 8'b00100000;
        instMem[6] <= 8'b00000000;
        instMem[7] <= 8'b00000000;
		instMem[8] <= 8'b10010000;  
        instMem[9] <= 8'b01000000;
        instMem[10] <= 8'b00000000;
        instMem[11] <= 8'b00000100;
		instMem[12] <= 8'b10000000;  
        instMem[13] <= 8'b10000000;
        instMem[14] <= 8'b00000000;
        instMem[15] <= 8'b10010000;
		instMem[16] <= 8'b00000100;  
        instMem[17] <= 8'b01100010;
        instMem[18] <= 8'b00001000;
        instMem[19] <= 8'b00000000;
		instMem[20] <= 8'b10100100;  
        instMem[21] <= 8'b10000011;
        instMem[22] <= 8'b00000000;
        instMem[23] <= 8'b00000110;
		instMem[24] <= 8'b10010100;  
        instMem[25] <= 8'b01100101;
        instMem[26] <= 8'b00000000;
        instMem[27] <= 8'b00000000;
		instMem[28] <= 8'b10000000;  
        instMem[29] <= 8'b10100101;
        instMem[30] <= 8'b00000000;
        instMem[31] <= 8'b00000100;
		instMem[32] <= 8'b10000000;  
        instMem[33] <= 8'b00100010;
        instMem[34] <= 8'b00000000;
        instMem[35] <= 8'b00000000;
		instMem[36] <= 8'b10000000;  
        instMem[37] <= 8'b01000011;
        instMem[38] <= 8'b00000000;
        instMem[39] <= 8'b00000000;
		instMem[40] <= 8'b10101000;  
        instMem[41] <= 8'b00000000;
        instMem[42] <= 8'b11111111;
        instMem[43] <= 8'b11111001;
		instMem[44] <= 8'b00000000;  
        instMem[45] <= 8'b00000000;
        instMem[46] <= 8'b00000000;
        instMem[47] <= 8'b00000000;
      end
    end
  assign instruction = {instMem[address], instMem[address + 1], instMem[address + 2], instMem[address + 3]};
endmodule  
```

## constraint.sdc

```tcl
current_design instructionMem

set clk_period 7.3
set clk_io_pct 0.2

create_clock -name clk0 -period $clk_period

set non_clock_inputs [all_inputs -no_clocks]
set_input_delay [expr $clk_period * $clk_io_pct] -clock clk0 $non_clock_inputs
set_output_delay [expr $clk_period * $clk_io_pct] -clock clk0 [all_outputs]
```

==> flow_summary.json <==
{
  "drt_iter0_markers": 486,
  "p_per_area_nw_per_um2": 57.5,
  "grt_pass1_vias": 3321,
  "dieArea_um2": 8950,
  "viasPerCell": 6.39,
  "die_x_um": 94.6,
  "drc": 0,
  "synth.distinct_cells": 61,
  "path_max_fanout": 45,
  "ios": 65,
  "syn-cell-area_um2": 2570,
  "syn_inst": 442,
  "lay_top_count": "nor2_1",
  "fin_ws_ns": 0.782,
  "seq_cells": 0,
  "place.gp.congestion": 0.953,
  "whs_path_depth": 3,
  "overflow": 0,
  "maxSlewHeadroom_pct": 43.8,
  "hp-start": "addr[0]",
  "crit_arrival_ns": 5.06,
  "finalSetupViolCount": 0,
  "period_used_pct": 89.3,
  "via_count": 3559,
  "drt_pre_antenna_iters": 5,
  "dpl_worst_slack_ns": 0.866,
  "rsz0062_at_grt": "no",
  "track_usage_pct": 23.6,
  "cts_setup_buffers": 0,
  "io_buffers": 42,
  "worst_path_max_delay_cell": "xnor2_1",
  "syn_to_final_growth_pct": 17.5,
  "max_stage_delay_ns": 0.67,
  "n_antenna_cell": 0,
  "maxCapViolCount": 0,
  "p_leak_nw": 0.986,
  "hold_viol": 0,
  "critPathKind": "input port to output pin",
  "drtAntennaViolNets": 0,
  "drt-total-wl_um": 10100,
  "slew_viol_final": 0,
  "period_needed_ns": 6.52,
  "hold_buffers": 0,
  "crit_buf_inv": 4,
  "critPathRequiredTime_ns": 5.84,
  "ys_seq_share_pct": 0,
  "busiest_layer": "met2",
  "ys_cells": 442,
  "drive_above_1_share_pct": 3.76,
  "yosys.stat.chipArea_um2": 2570,
  "start_kind": "input port",
  "grt_use_met3_pct": 2.53,
  "finalPower_w": 0.000174,
  "cp-end-kind": "output pin",
  "syn_avg_cell_area_um2": 5.82,
  "ir_worst_vdd_mv": 0.0273,
  "status": "finished clean",
  "ys_warn_count": 7810,
  "hpwl_um": 6980,
  "met2_usage_pct": 37.4,
  "coreArea_um2": 8260,
  "tightest_slew_ns": 0.840,
  "whs_endpoint": "instruction[27]",
  "wl_per_cell_um": 18.1,
  "use_met1_pct": 34.2,
  "final_cell_mix": "nor2_1 (54), a21oi_1 (49), nand2_1 (44), clkdlybuf4s50_1 (42), o21ai_0 (32)",
  "crit_path_cell_trace": "clkdlybuf4s50_1 > buf_4 > ha_1 > a21oi_1 > buf_4 > xnor2_1 > mux2i_1 > o211ai_1 > o2bb2ai_1 > nor2b_1 > nand4bb_1 > clkdlybuf4s50_1",
  "dieHeight_um": 94.6,
  "warnings": 56,
  "rows": 33,
  "critPathTopFamily": "buffers and inverters",
  "setup_tns_ns": 0,
  "flop_area_um2": 0,
  "grt_pass1_wl_um": 17000,
  "grt_antenna_before_repair": 0,
  "nClkBuffers": 0,
  "grt_max_degree": 54,
  "min_path_type": "input port to output pin",
  "fmax_mhz": 153,
  "initCoreUtil_pct": 31.1,
  "ctsResizeCount": 0
}
[metal layers]
metal,share of wire [%],vias to the layer above
met5,0,-
met4,1.9,0
met3,9.1,20
met1,44,1632
li1,-,1704
met2,45,203
[Yosys cell counts, types with 4 or more instances]
master,n,area share (%)
nor2_1,54,7.9
a21oi_1,49,9.5
nand2_1,44,6.4
o21ai_0,32,6.2
nor3_1,26,5.1
xnor2_1,22,7.5
clkbuf_1,20,2.9
buf_2,14,2.7
nand3_1,14,2.7
a31oi_1,10,2.4
o22ai_1,10,2.4
o32ai_1,10,3.4
buf_1,9,1.3
mux2i_1,7,2.7
a22oi_1,6,1.8
and3_1,6,1.5
inv_1,6,0.88
a21o_1,5,1.5
a32oi_1,5,1.7
nand2b_1,5,1.2
nand4_1,5,1.2
o211ai_1,5,1.5
a211o_1,4,1.4
a211oi_1,4,1.2
a41o_1,4,1.6
and4_1,4,1.4
nor4_1,4,0.97
xor2_1,4,1.4
[worst max path at each step]
stage | startpoint | endpoint | slack, ns | cells past startpoint
CTS | addr[1] | instruction[13] | 0.84 | 12
global route | addr[2] | instruction[7] | 0.53 | 12
finish | addr[2] | instruction[7] | 0.78 | 12
[power breakdown]
group | switching, W | internal [W] | total (W)
clock network | 0 | 0 | 0
logic | 0.000113 | 0.0000609 | 0.000174
registers | 0 | 0 | 0
total | 0.000113 | 0.0000609 | 0.000174
[area by class of cell]
class,count,area [um2]
Inverter,8,30.0
Fill cell,939,5240
Timing Repair Buffer,57,533
Tap cell,105,131
Multi-Input combinational cell,387,2330
[logic make-up after synthesis]
| logic type | Yosys count | share of synthesized area, % |
|---|---|---|
| adder cells (fa/ha/maj) | 2 | 0.973 |
| multiplexers | 7 | 2.73 |
| AND/OR/NAND/NOR | 176 | 32.4 |
| XOR/XNOR | 26 | 8.86 |
| AND-OR/OR-AND | 176 | 45.6 |
| buffers and inverters | 55 | 9.49 |
[stage by stage]
step / hold WS, ns / std cells / cell area, um2 / util [%]
2_1_floorplan: 3.20 / 442 / 2570 / -
6_report: 4.21 / 557 / 3020 / 36.6
4_1_cts: 4.22 / 557 / 3020 / 36.6
3_5_place_dp: 4.22 / 557 / 3020 / 36.6
5_1_grt: 4.24 / 557 / 3020 / 36.6
3_3_place_gp: 4.22 / 557 / 3020 / 36.6
