===== run.sh =====
#!/bin/bash
# OpenROAD 26Q1-2900-gdf79404cd8, Yosys 0.63+post, stock flow scripts
make -C /OpenROAD-flow-scripts/flow DESIGN_CONFIG=/design/flow/config.mk WORK_HOME=/design/flow/orfs finish

===== constraint.sdc =====
current_design regFile

set clk_period 16.0
set clk_io_pct 0.2

create_clock -name clk0 -period $clk_period [get_ports {clk}]

set non_clock_inputs [all_inputs -no_clocks]
set_input_delay [expr $clk_period * $clk_io_pct] -clock clk0 $non_clock_inputs
set_output_delay [expr $clk_period * $clk_io_pct] -clock clk0 [all_outputs]

===== config.mk =====
export PLATFORM = sky130hd
export DESIGN_NAME = regFile
export DESIGN_NICKNAME = regFile
export VERILOG_FILES = /design/flow/design.v
export SDC_FILE = /design/flow/constraint.sdc
export NUM_CORES = 4
export LEC_CHECK = 1
export CORE_UTILIZATION = 40

===== design.v =====
module regFile (clk, rst, src1, src2, dest, writeVal, writeEn, reg1, reg2);
  input clk, rst, writeEn;
  input [5-1:0] src1, src2, dest;
  input [32-1:0] writeVal;
  output [32-1:0] reg1, reg2;
  reg [32-1:0] regMem [0:32-1];
  integer i;
  always @ (negedge clk) begin
    if (rst) begin
      for (i = 0; i < 32; i = i + 1)
        regMem[i] <= 0;
	    end
    else if (writeEn) regMem[dest] <= writeVal;
    regMem[0] <= 0;
  end
  assign reg1 = (regMem[src1]);
  assign reg2 = (regMem[src2]);
endmodule  

==> results.json <==
{
  "antenna_found_initial": 6,
  "synth.cellmix.compoundShare_pct": 7.03,
  "ys_sh_adder_pct": 0,
  "simple_gate_share_pct": 15.8,
  "drv_cap": 0,
  "io_pins": 114,
  "critPathArrivalTime_ns": 11.31,
  "ff_latch_area_um2": 30400,
  "synth-async-reset-ratio_pct": 0,
  "cts_root_buf": "clkbuf_16",
  "clockBufferDepth": 3,
  "synthXorXnorAreaFrac_pct": 0,
  "grt_max_degree": 87,
  "totalPowerFinal_mw": 7.56,
  "drt-initial-drc-count": 2408,
  "yosysTopAreaCellShare_pct": 53.4,
  "ctsResizeCount": 0,
  "path_cells": "mux2i_1 > a22o_1 > nor3_1 > a31oi_1 > nand3_1 > clkdlybuf4s50_1",
  "post_cts_buffers": 0,
  "tightest_slew_ns": 1.08,
  "gr-total-overflow": 0,
  "synth.avg_cell_area_um2": 12.1,
  "area_delta_synth_final_pct": 18.4,
  "routed_wl_mm": 187,
  "ff_type": "edfxtp_1",
  "grt_pass1_vias": 44200,
  "post-synth-top-count-cell": "mux2i_1",
  "ctsHoldBuffers": 0,
  "status": "completed",
  "grt_pass1_wl_mm": 272,
  "die_height_um": 376,
  "ys_top_cells_by_count": "mux2i_1, and2_1, edfxtp_1, clkbuf_1, nand2_1",
  "wl_per_cell_um": 24.8,
  "finalMaxSlewViolations": 0,
  "vias_per_cell": 5.46,
  "ys.flops": 1024,
  "logic_area_um2": 23300,
  "min_path_cells": 6,
  "crit_fanout": 2,
  "placed_area_um2": 58500,
  "core_area_um2": 138000,
  "setup_tns_ns": 0,
  "final_antenna_net_count": 0,
  "ys_sh_mux_pct": 18.4,
  "logic_family": "multiplexers",
  "critPathCaptureType": "primary output",
  "die_width_um": 376,
  "dr.pass1.iters": 6,
  "crit_cells": 6,
  "drc": 0,
  "critPathKind": "reg -> out",
  "ys_cells": 4605,
  "finalHoldViolations": 0,
  "grt_usage_pct": 28.2,
  "rsz0062_at_grt": "no",
  "n_fill_cell": 12100,
  "ys_warn_count": 1,
  "hold_path.class": "in -> out",
  "htreeDepth": 3,
  "top_register": "regMem",
  "cp_slowest_cell": "nor3_1",
  "cp_top_family": "simple AND/OR/NAND/NOR gates",
  "clock-sinks": 1024,
  "slew_headroom_pct": 27.2,
  "cts_tree": "built",
  "worstSetupStartpointType": "register",
  "tool_warnings": 1027,
  "ir_worst_vdd_mv": 0.0897,
  "drive_above_1_share_pct": 7.49,
  "required_ns": 12.80,
  "syn-cell-area_um2": 55800,
  "synth_chip_area_um2": 55800,
  "largest_register_ffs": 1024,
  "p_per_area_nw_per_um2": 114,
  "numCtsBuffers": 117,
  "ys_top_cells_by_area": "edfxtp_1, mux2i_1, and2_1",
  "setup_violations": 0,
  "path_clk_slew_ns": 0.03,
  "cp_num_buf_inv": 1,
  "yosys.area.top_type": "edfxtp_1",
  "power_leakage_nw": 29.6,
  "num_vias": 41300,
  "edf_count": 992,
  "cpPeakStageDelay_ns": 0.86,
  "fin_util_pct": 47.9,
  "dpl.hpwl_mm": 109,
  "fp_util_pct": 40.5,
  "final_area_um2": 66100,
  "reg.largest.list": "regMem x1024",
  "rows": 136,
  "portBuffers": 113,
  "synth_cell_types": 32,
  "seq_area_frac_synth_pct": 54.5,
  "place.gp.congestion": 0.913,
  "synth_cells": 4605,
  "die_area_um2": 141000
}
[cell families (layout without fill, tap and decap cells)]
logic type / Yosys count / count (layout)
buffers and inverters: 446 / 1508
other: 1 / 37
AOI/OAI and AO/OA: 576 / 576
DFF: 1024 / 1024
muxes: 1024 / 1024
and+or+nand+nor: 1534 / 1534
[cell usage in the layout (no fill, tap or decap), types with 3 or more instances in the layout]
cell	n
a21oi_1	192
a22o_1	128
a22oi_1	192
a31oi_1	64
and2_1	992
buf_12	9
buf_4	150
bufinv_16	11
clkbuf_16	118
clkdlybuf4s50_1	109
clkinv_4	3
clkinvlp_2	32
conb_1	32
dfxtp_1	32
diode_2	5
edfxtp_1	992
inv_1	1055
inv_4	12
inv_6	4
mux2i_1	1024
nand2_1	193
nand2_2	3
nand2b_2	4
nand3_1	193
nand3b_1	3
nor2_4	33
nor2b_4	4
nor3_1	64
or2_2	33
[path summary, 6_finish.rpt]
path / start / end / slack, ns
worst min-delay path: src2[1] / reg2[12] / 7.70
worst max-delay path: regMem[2][0] / reg1[0] / 1.49
[report_power, final]
group	internal, mW	total (mW)	switching [mW]
logic	0.283	0.774	0.491
clock network	1.85	3.61	1.76
registers	3.11	3.18	0.0745
total	5.24	7.56	2.32
[worst min-delay path, cell delays in order]
cell and delay, ns:
buf_8 0.23, mux2i_1 0.19, nand2_1 0.08, a31oi_1 0.10, nand3_1 0.15, clkdlybuf4s50_1 0.49
[final cells by class]
cell class	instances	area share, %
Antenna cell	5	0.0189
Clock buffer	118	4.47
Clock inverter	1118	6.97
Multi-Input combinational cell	3166	35.3
Sequential cell	1024	46.0
Tap cell	1863	3.53
Timing Repair Buffer	272	3.69
[stage by stage]
stage	worst slack (ns)	hold slack, ns	instances
final	1.49	7.70	7566
after global routing	1.42	7.81	7562
after CTS	1.62	7.74	7561
after detailed placement	1.65	7.74	6326
after global placement	1.53	7.73	6326
after floorplan	3.15	6.66	4636
[layer usage]
layer  share of wire [%]  track usage [%]  vias up
met2                  44             38.8     2174
met3                  15             20.2      319
li1                    -                -    18900
met5                0.21             1.92        -
met1                  38             35.1    20000
met4                 2.7             10.3       14
